==> design.v <==
module adderSubtractor(a, b, cin, cout, sum) ;   
	parameter n = 5;
	input [n - 1 : 0] a, b;
	input cin;
	output [n - 1 : 0] sum;
	output cout;
	wire mid0, mid1, mid2, mid3, mid4, c1, c2, c3, c4, p0, p1, p2, p3,
	p4, g0, g1, g2, g3, g4, addg0, addg1, addg2, addg3, addg4;
	xor befs0(mid0, a[0], cin);
	xor s0(sum[0], mid0, b[0]);
	and g_0(g0, a[0], b[0]);
	or p_0(p0, a[0], b[0]);
	and add_g0(addg0, p0, cin);
	or c_1(c1, addg0, g0);
	xor befs1(mid1, a[1], c1);
	xor s1(sum[1], mid1, b[1]);
	and g_1(g1, a[1], b[1]);
	or p_1(p1, a[1], b[1]);
	and add_g1(addg1, p1, c1);
	or c_2(c2, addg1, g1);
	xor befs2(mid2, a[2], c2);
	xor s2(sum[2], mid2, b[2]);
	and g_2(g2, a[2], b[2]);
	or p_2(p2, a[2], b[2]);
	and add_g2(addg2, p2, c2);
	or c_3(c3, addg2, g2);
	xor befs3(mid3, a[3], c3);
	xor s3(sum[3], mid3, b[3]);
	and g_3(g3, a[3], b[3]);
	or p_3(p3, a[3], b[3]);
	and add_g3(addg3, p3, c3);
	or c_4(c4, addg3, g3);
	xor befs4(mid4, a[4], c4);
	xor s4(sum[4], mid4, b[4]);
	and g_4(g4, a[4], b[4]);
	or p_4(p4, a[4], b[4]);
	and add_g4(addg4, p4, c4);
	or c_out(cout, addg4, g4);
endmodule
module TBT(clk, rst, start, data, en, addr, fin, result);
	input clk, rst, start;
	input [4 : 0] data;
	output en, fin;
	output [4 : 0] addr, result;
	reg [3:0] state, next_state;
	reg [4:0] index, next_index;
	reg [4:0] leng, next_leng;
	reg [4:0] ans, next_ans;
	reg [4:0] state_mani;
	reg [4:0] addend;
	wire nouse;
	wire [4:0] add_sub_out;
	always @(posedge rst or posedge clk) begin
		if (rst == 1'b1) begin
			state <= 4'd0;
			index <= 5'd31;
			leng <= 5'd0;
			ans <= 5'd0;
		end
		else begin
			state <= next_state;
			index <= next_index;
			leng <= next_leng;
			ans <= next_ans;
		end
	end
	always @(*) begin
		next_index = index + 5'd1;
		next_leng = leng;
		next_ans = ans;
		next_state = state;
		case (state)
			4'd0:begin
				next_state = (start == 1'b1)? 4'd5 : 4'd0;
				next_index = (start == 1'b1)? 5'd0 : 5'd31;
				next_leng = (start == 1'b1)? data : leng;
			end
			4'd1:begin
				case (data)
					5'd1:next_state = 4'd2;
					5'd4:next_state = 4'd4;
				endcase
				addend = -5'd2;
				next_ans = add_sub_out;
			end
			4'd2:begin
				case (data)
					5'd1:next_state = 4'd3;
					5'd4:next_state = 4'd5;
					5'd3:next_state = 4'd1;
				endcase
				addend = -5'd1;
				next_ans = add_sub_out;
			end
			4'd3:begin
				case (data)
					5'd3:next_state = 4'd2;
					5'd4:next_state = 4'd6;
				endcase
				addend = 5'd2;
				next_ans = add_sub_out;
			end
			4'd4:begin
				case (data)
					5'd2:next_state = 4'd1;
					5'd1:next_state = 4'd5;
					5'd4:next_state = 4'd7;	
				endcase
				addend = -5'd1;
				next_ans = add_sub_out;
			end
			4'd5:begin
				case (data)
					5'd2:next_state = 4'd2;
					5'd1:next_state = 4'd6;
					5'd4:next_state = 4'd8;
					5'd3:next_state = 4'd4;
				endcase
			end
			4'd6:begin
				case (data)
					5'd2:next_state = 4'd3;
					5'd3:next_state = 4'd5;
					5'd4:next_state = 4'd9;
				endcase
				addend = 5'd1;
				next_ans = add_sub_out;
			end
			4'd7:begin
				case (data)
					5'd2:next_state = 4'd4;
					5'd1:next_state = 4'd8;
				endcase
				addend = 5'd2;
				next_ans = add_sub_out;
			end
			4'd8:begin
				case (data)
					5'd2:next_state = 4'd5;
					5'd3:next_state = 4'd7;
					5'd1:next_state = 4'd9;
				endcase
				addend = 5'd1;
				next_ans = add_sub_out;
			end
			4'd9:begin
				case (data)
					5'd2:next_state = 4'd6;
					5'd3:next_state = 4'd8;
				endcase
				addend = -5'd2;
				next_ans = add_sub_out;
			end
		endcase
	end
	assign en = 1'b1;
	assign addr = index;
	assign fin = (start == 1'b1 && index == leng)? 1'b1: 1'b0;
	assign result = (fin == 1'b1)? next_ans : 5'd0;
	adderSubtractor as (.cin(1'b0), .a(ans), .b(addend), .cout(nouse), .sum(add_sub_out));
endmodule
==> run.sh <==
#!/bin/bash
# OpenROAD 26Q1-2900-gdf79404cd8, Yosys 0.63+post, stock flow scripts
make -C /OpenROAD-flow-scripts/flow DESIGN_CONFIG=/design/flow/config.mk WORK_HOME=/design/flow/orfs finish
==> config.mk <==
export PLATFORM = sky130hd
export DESIGN_NAME = TBT
export DESIGN_NICKNAME = TBT
export VERILOG_FILES = /design/flow/design.v
export SDC_FILE = /design/flow/constraint.sdc
export NUM_CORES = 4
export LEC_CHECK = 1
export CORE_AREA = 10 10 103 103
export DIE_AREA = 0 0 113 113
==> constraint.sdc <==
current_design TBT

set clk_period 4.9
set clk_io_pct 0.2

create_clock -name clk0 -period $clk_period [get_ports {clk}]

set non_clock_inputs [all_inputs -no_clocks]
set_input_delay [expr $clk_period * $clk_io_pct] -clock clk0 $non_clock_inputs
set_output_delay [expr $clk_period * $clk_io_pct] -clock clk0 [all_outputs]
==> impl_metrics.tcl <==
# flow metrics
set metrics [dict create \
    syn_avg_cell_area_sq_um 10.59 \
    hold_slack_ns 0.4630 \
    clkTransAtPathRegs_ns 0.09 \
    cap_viol_max_count 0 \
    finalHoldViolations 0 \
    r2r_cells 7 \
    cts_root_buf "clkbuf_8" \
    syn_inst 138 \
    rsz0062_at_grt "no" \
    grt.total_usage 0.04729 \
    power.density_nw_per_um2 446.5 \
    ys_cells 138 \
    grt_pass1_vias 1037 \
    dp_cells 258 \
    edf_count 0 \
    core_area_sq_um 8299 \
    floorplan.die.width_microns 113 \
    viasPerCell 4.065 \
    synthTopCellsByArea "dfrtp_1 (33%), dfstp_2 (11%), xor2_1 (4.2%)" \
    antenna_found_initial 0 \
    wirelength_mm 2.978 \
    fin_crit_ns 3.807 \
    warnings 25 \
    ios 20 \
    async_reset_ff_frac 0.8929 \
    final-setup-viol-count 0 \
    cp_data_arrival_time_ns 2.83 \
    critPathCapture "result[3]" \
    cts_made_buffers 3 \
    finalClockPeriodUsage 0.7769 \
    postRouteAntennaNets 0 \
    crit_start "ans[0]" \
    yosys.cell_count.top_type "dfrtp_1" \
    tns_ns 0 \
    relSlewSlack 0.6591 \
    yosysTopAreaCellShare 0.3253 \
    grt_pass1_wl_mm 5.112 \
    regToRegSetupSlack_ns 2.77 \
    p_leak_uw 0.0007656 \
    remaining_drc_errors 0 \
    max_stage_delay_ns 0.42 \
    hold_depth 1 \
    ys_ff 28 \
    critical_path.cell_chain "ha_1 -> inv_1 -> fa_1 -> fa_1 -> inv_1 -> fa_1 -> mux2_4 -> nor2b_1 -> clkdlybuf4s50_1" \
    chip_area_sq_um 12770 \
    cpMostUsedCell "fa_1" \
    cp.buffers_inverters 3 \
    fmax_ghz 0.2627 \
    drv_slew 0 \
    gp_congestion 0.7881 \
    die_h_microns 113 \
    clk_latency_ns 0.27 \
    cts_max_path_buffers 2 \
    cts-resized-gates 0 \
    internal-power_uw 534.8 \
    outcome "finished clean" \
    hp-class "reg2reg" \
    antenna_cells 0 \
    worstSetupPathType "reg2out" \
    fp_util 0.1761 \
    seqPwrFrac 0.479 \
    largest_area_cell "dfrtp_1" \
    grt_remaining_overflow 0 \
    postCtsHoldBufs 0 \
    wl_per_cell_microns 11.37 \
    clock_skew_ns 0.001091 \
    worst_pin_slew_ns 0.5097 \
    drive_gt1_frac 0.1401 \
    first_iter_violations 62 \
    yosys_area_sq_um 1461 \
    dr.pass1.iters 4 \
    worstSetupStartpointType "register" \
    htreeDepth 1 \
    clkPwrFrac 0.152 \
    r2r-start "ans[0]" \
    p_sw_uw 271.8 \
    synth_cell_types 41 \
    cts_tree "done" \
    vias 1065 \
    ff_type "dfrtp_1" \
    ys_top_cells_by_count "dfrtp_1 (19), inv_1 (11), nand2_1 (10), nand3_1 (7), xor2_1 (7)" \
    port_buffers 18 \
    combGateArea_sq_um 721.9 \
    seq_area_sq_um 678.2 \
    worst-path-stages 9 \
    row_count 33 \
    synth_area_sq_um 1461 \
    finalNonFillerCells 262 \
    switching_share 0.3370 \
    unconstrained_endpoints 3 \
    unclocked_pins 3 \
    dp.final_hpwl_mm 2.229 \
    critical-path-top-delay-family "adder cells" \
    synth_warnings 1 \
    syn_to_final_growth_pct 23.63 \
    critPathRequiredTime_ns 3.92 \
    fill_cells 887 \
    cp-end-kind "primary output" \
    grt_max_degree 26 \
    r2r_end "ans[3]" \
    post-cts-setup-buffer-count 0 \
    pwr-share-comb 0.369 \
    max-vdd-ir-drop_mv 0.1421 \
    crit_slowest_cell "clkdlybuf4s50_1" \
    crit_fanout 2 \
]
[routing by layer]
metal / vias to the layer above / track usage / wire length [microns]
li1: 517 / - / -
met1: 528 / 0.06137 / 1379
met2: 18 / 0.07527 / 1324
met3: 2 / 0.01816 / 237
met4: 0 / 0.005922 / 36
met5: - / 0 / 0
[worst min path at each step]
stage	start	endpoint	slack [ns]
5_1_grt	ans[4]	ans[4]	0.50
4_1_cts	ans[4]	ans[4]	0.46
6_report	ans[4]	ans[4]	0.46
[area by class of cell]
cell class                 instances  area share
sequential                        28      0.3753
inverter                          11     0.02285
clock buffer                       3     0.02285
tap                              105     0.07271
timing repair buffer              19      0.1039
clock inverter                     1    0.002770
multi-input combinational         95      0.3996
[power by group through the flow]
stage | clock [uW] | combinational (uW) | sequential (uW)
after CTS | 129 | 303 | 387
after global routing | 137 | 340 | 401
final | 122 | 298 | 386
[stage by stage]
stage	area [sq um]	total power (uW)	worst slack [ns]	util
finish	1807	806.6	1.093	0.2177
global placement	1760	688.5	1.359	0.2121
detailed placement	1760	691.6	1.346	0.2121
floorplan	1461	587.0	1.878	-
CTS	1807	819.0	1.065	0.2177
global route	1807	878.0	0.9381	0.2177
[cell usage in the layout (no fill, tap or decap), types with 4 or more instances in the layout]
master and instances:
o21ai_0 4, a21boi_0 4, nor2_1 5, xor2_1 7, inv_1 11, nor2b_1 5, clkdlybuf4s50_1 18, nand2_1 10
dfrtp_1 19, a21oi_1 6, dfstp_2 6, nand3_1 7, mux2_2 5
[cells by family (layout without fill, tap and decap cells)]
group                    after synthesis  in the layout  synth area share
XOR/XNOR                              10             10           0.05994
flip-flops                            25             25            0.4332
latches                                3              3           0.03082
AND-OR/OR-AND                         28             28            0.1310
other                                  1              1          0.002566
buffers and inverters                 15             34           0.04195
multiplexers                          10             10           0.07962
adder cells (fa/ha/maj)                5              5           0.05822
AND/OR/NAND/NOR                       41             41            0.1627
[flip-flops by register name (all words and copies together) (netlist names)]
signal,count
addend,3
ans,5
index,5
leng,5
state,10
Power figures rest on the tool's default switching activity, not on a simulated workload.
